<file path="design/flow/design.v">
module uart(
    input clk,
    input enable,                  
    input reset,
    input rx,
    output tx,
    input [7:0] data_tx,           
    output reg [7:0] data_rx = 0,  
    output receive_done,           
    input start_transmit,          
    output tx_ready                
    );
    reg [4:0] rx_count = 0;
    reg [4:0] tx_count = 0;
    reg tx_buzy = 0;
    reg tx_r = 1;
    assign tx = tx_r;
    assign tx_ready = !tx_buzy;
    always @(posedge clk)
        if(!reset)
        begin
            tx_count = 0;
            tx_buzy = 0;
            tx_r = 1;
        end
        else if(enable)
        begin
            if(tx_buzy)
            begin
                if(tx_count > 7)  
                begin
                    tx_r = 1;
                    tx_count = 0;
                    tx_buzy = 0;
                end    
                else  
                begin
                    tx_r = data_tx[tx_count];
                    tx_count = tx_count + 1;
                end
            end
            else 
                if(start_transmit)
                begin
                    tx_buzy = 1;
                    tx_r = 0;  
                end
                else  
                    tx_r = 1;
        end
    reg rx_buzy = 0;
    reg receive_done_r = 0;
    reg [7:0] data_rx_r = 0;
    assign receive_done = receive_done_r;
    always @ (posedge clk)
        if(!reset)
        begin
            rx_buzy = 0;
            rx_count = 0;
            data_rx_r = 0;
            receive_done_r = 0;
            data_rx = 0;
        end
        else if(enable)
        begin
            if(rx_buzy)
            begin
                if(rx_count < 8)  
                    data_rx_r[rx_count] = rx;
                else
                begin  
                    receive_done_r = 1;
                    rx_buzy = 0;
                    data_rx = data_rx_r;
                end    
                rx_count = rx_count + 1;
            end
            else
                if(rx)  
                    receive_done_r = 0;
                else  
                begin
                    receive_done_r = 0;
                    rx_count = 0;
                    rx_buzy = 1;
                end
        end
endmodule
</file>
<file path="design/flow/config.mk">
export PLATFORM = sky130hd
export DESIGN_NAME = uart
export DESIGN_NICKNAME = uart
export VERILOG_FILES = /design/flow/design.v
export SDC_FILE = /design/flow/constraint.sdc
export NUM_CORES = 4
export LEC_CHECK = 1
export CORE_AREA = 10 10 97 97
export DIE_AREA = 0 0 107 107
</file>
<file path="design/flow/constraint.sdc">
current_design uart

set clk_period 2.6
set clk_io_pct 0.2

create_clock -name clk0 -period $clk_period [get_ports {clk}]

set non_clock_inputs [all_inputs -no_clocks]
set_input_delay [expr $clk_period * $clk_io_pct] -clock clk0 $non_clock_inputs
set_output_delay [expr $clk_period * $clk_io_pct] -clock clk0 [all_outputs]
</file>
<file path="design/flow/run.sh">
#!/bin/bash
# OpenROAD 26Q1-2900-gdf79404cd8, Yosys 0.63+post, stock flow scripts
make -C /OpenROAD-flow-scripts/flow DESIGN_CONFIG=/design/flow/config.mk WORK_HOME=/design/flow/orfs finish
</file>
==> CHANGELOG.md <==
### Changed

- DRT iter0 DRCs: 79
- WS Path Type: reg2reg
- Row cnt: 31
- CTS tree: yes
- First-pass GRT wire length: 5440 um
- Hold-fix buffers, CTS: 0
- Core Area: 0.00729 sq mm
- R2R depth: 8
- Yosys cell count: 172
- # setup viols final: 0
- TNS Setup: 0 ps
- Die area: 0.0114 sq mm
- Vias in the first global route: 1,086
- DRT Pass-1 Iters: 4
- Inserted Clock Buffers: 5
- Flops after synth: 30
- Most frequent logic cell in the layout: dfxtp_1
- Htree depth: 2
- Tightest Pin Transition: 578 ps
- Cell Pwr Density: 482 mW/mm^2
- Post-CTS Resized: 0
- Largest net degree at the start of global routing: 17
- Fillers: 810
- # diodes: 0
- CP arrival: 2500 ps
- Ys flop type: dfxtp_1
- Endpoint class of the critical path: flop
- Fin. max-slew vios: 0
- Setup bufs post-CTS: 0
- Syn avg cell area: 8.78 sq um
- Worst-path clk slew: 70 ps
- RSZ-0062 raised after global routing: no
- Fraction of layout cells with a size suffix above 1: 0.0863
- R2r setup slk: 300 ps
- Via Count: 1,263
- Flip-flops with a built-in enable: 0
- Yosys stat chip area: 0.00151 sq mm
- Gpl congestion: 0.838
- Die Ht: 107 um
- Bufs on Longest Clock Path: 2
- Seq share, synth: 0.398
- Ys Warns: 1
- Ys async rst share: 0
- Late-Pin Clk Latency: 280 ps
- Worst r2r dst: data_rx_r[2]
- Root Buffer: clkbuf_8
- Worst-case clock skew: 7.26 ps
- Worst hold slack: 481 ps
- Fin cells: 296
- Post-layout util: 0.268
- Total track usage: 0.0561
- IO Count: 24
- Outcome: completed
- Max transition margin: 0.611
- Hold WC Path Type: reg2reg
- Max Cap Viol: 0
- Width of the die: 107 um
- Tcrit/Tclk final: 0.883
- DRC: 0
- Worst vdd ir: 0.192 mV
- Cell Type Count: 38
- R2R Path Start: rx_count[0]
- Hpwl dp: 2410 um
- Cells after synthesis: 172
- Static Leakage: 0.735 nW
- Wire length per cell: 10.8 um
- Routed WL: 3190 um
- Floorplan-stage core utilization: 0.207
- Tmin final: 2300 ps
- Tool Warnings: 27
- Detail Route Antenna Nets: 0
- Final hold violations: 0
- Layout area overhead: 29.2%
- Top Layout Cells: 30 x dfxtp_1, 23 x clkdlybuf4s50_1, 13 x nand2_1
- Total congestion overflow: 0
- Fmax: 435 MHz
- Crit-path max FO: 11
- DR vias/cell: 4.27
- Data required, critical path: 2800 ps
- Post-Syn Area: 0.00151 sq mm
- Initial antenna violation count: 0
- Count of buffers from port buffering: 23
- Post-Place Cells: 288
- Setup crit end: data_rx_r[2]
- Clk sink count: 30
- Critical path startpoint category: flop
- CP Launch Point: rx_count[0]
## how the worst min path moves through the flow
stage / startpoint / endpoint / slack [ps] / cells after the start
after CTS: tx_count[4] / tx_count[4] / 490 / 1
after global routing: data_rx_r[7] / data_rx_r[7] / 500 / 2
final: data_rx_r[6] / data_rx_r[6] / 480 / 2
## synth_stat cells (all sizes together), types with 2 or more instances
cell / n / share of area
o21ai: 8 / 0.027
ha: 5 / 0.041
clkbuf: 8 / 0.021
nor2b: 11 / 0.046
a21boi: 4 / 0.020
xor2: 3 / 0.017
nor3: 4 / 0.013
xnor2: 2 / 0.012
o211ai: 2 / 0.0099
nand3: 5 / 0.017
nor3b: 3 / 0.015
nor2: 12 / 0.030
o31ai: 4 / 0.020
nand4: 6 / 0.025
inv: 10 / 0.025
or4: 2 / 0.0099
and2: 3 / 0.012
mux2i: 12 / 0.080
o311ai: 4 / 0.033
dfxtp: 30 / 0.40
nand2: 13 / 0.032
buf: 3 / 0.0099
a21oi: 5 / 0.017
## critical path, stage by stage, from the launching register on
cell     delay, ps
dfxtp_1        410
or4_1          550
nor2_1         210
inv_1           80
ha_1           290
nor3b_1        250
and4b_1        230
inv_1           50
o21ai_0        150
## cell families (layout without fill, tap and decap cells)
kind of cell | after synthesis | count (layout) | synth area share
adders and majority gates | 5 | 5 | 0.0414
muxes | 13 | 13 | 0.0870
AOI/OAI and AO/OA | 32 | 32 | 0.154
xor gates and xnor gates | 5 | 5 | 0.0290
DFF | 30 | 30 | 0.398
and+or+nand+nor | 66 | 66 | 0.235
buffers and inverters | 21 | 46 | 0.0555
## per-stage QoR
step                worst slack, ps  instance area, sq um  power, mW
detailed placement              304                  1860      0.562
CTS                             319                  1950      0.958
floorplan                       391                  1510      0.524
finish                          303                  1950      0.939
global placement                327                  1860      0.562
global route                   58.3                  1950      0.991
## cell type report
cell class,instances,area [sq um],share of cell area
Sequential cell,30,601,0.308
Timing Repair Buffer,28,268,0.137
Multi-Input combinational cell,121,826,0.423
Clock inverter,2,12.5,0.00641
Inverter,10,37.5,0.0192
Tap cell,99,124,0.0635
Clock buffer,6,82.6,0.0423
## power breakdown
part	total, mW	switching (mW)	internal (mW)	leakage [nW]
clock network	0.388	0.176	0.212	0.0472
registers	0.474	0.00869	0.465	0.242
logic	0.0774	0.0353	0.0420	0.445
## state kept, by name, indices dropped and copies added (netlist names)
name and count:
tx_r 1, rx_buzy 1, data_rx 8, tx_buzy 1
data_rx_r 8, rx_count 5, receive_done_r 1, tx_count 5
## per-layer routing
metal,vias to the layer above,wire length (um),GRT usage
met5,-,0,0
met4,0,64,0.0116
met3,5,146,0.0133
met2,22,1360,0.0808
met1,578,1620,0.0834
li1,658,-,-
Power figures rest on the tool's default switching activity, not on a simulated workload.
