File: flow/config.mk
export PLATFORM = sky130hd
export DESIGN_NAME = brainfuckCore
export DESIGN_NICKNAME = brainfuckCore
export VERILOG_FILES = /design/flow/design.v
export SDC_FILE = /design/flow/constraint.sdc
export NUM_CORES = 4
export LEC_CHECK = 1
export CORE_UTILIZATION = 50
File: flow/constraint.sdc
current_design brainfuckCore

set clk_period 7.3
set clk_io_pct 0.2

create_clock -name clk0 -period $clk_period [get_ports {clk}]

set non_clock_inputs [all_inputs -no_clocks]
set_input_delay [expr $clk_period * $clk_io_pct] -clock clk0 $non_clock_inputs
set_output_delay [expr $clk_period * $clk_io_pct] -clock clk0 [all_outputs]
File: flow/design.v
module brainfuckCore #(
    parameter addrSize_array = 9,
    addrSize_code = 9
    )(
    input clk,
    input reset,
    input [7:0] data_code,
    output reg [addrSize_code-1:0] addr_code = 0,
    output done,  
    input [7:0] dataIn_array,
    output reg [addrSize_array-1:0] addr_array = 0,
    output reg [7:0] dataOut_array = 0,
    output reg writeRq_array = 0,
    input receivingChar,
    input [7:0] receivedChar,
    output reg sendingChar = 0,
    output reg [7:0] sendedChar = 0,
    input tx_ready
    );
    reg [5:0] until_ready = 1;
    reg [1:0] browsing = 0;
    reg [$clog2(addrSize_code)+1:0] crossedBrackets = 0;  
    always @ (posedge clk)
        if(!reset)
        begin
            until_ready = 1;
            addr_code = 0;
            addr_array = 0;
            dataOut_array = 0;
            writeRq_array = 0;
            browsing = 0;
            crossedBrackets = 0;
            sendedChar = 0;
            sendingChar = 0;
        end
        else
        begin
            if(until_ready)
            begin
                until_ready = until_ready - 1;
                sendingChar = 0;
                if(!writeRq_array)  
                    dataOut_array = dataIn_array;
            end
            else
                case(browsing)
                    2'b00:
                        case(data_code)
                            8'h2B : 
                                begin
                                    dataOut_array = dataOut_array + 1 ;
                                    writeRq_array = 1;
                                    addr_code = addr_code + 1;
                                    until_ready = 2;
                                end
                            8'h2D : 
                                begin
                                    dataOut_array = dataOut_array - 1;
                                    writeRq_array = 1;
                                    addr_code = addr_code + 1;
                                    until_ready = 2;
                                end
                            8'h3E :
                                begin
                                    addr_array = addr_array + 1;
                                    writeRq_array = 0;
                                    addr_code = addr_code + 1;
                                    until_ready = 2;
                                end
                            8'h3C :
                                begin
                                    addr_array = addr_array - 1;
                                    writeRq_array = 0;
                                    addr_code = addr_code + 1;
                                    until_ready = 2;
                                end
                            8'h5B :
                                begin
                                    if(dataOut_array)  
                                    begin
                                        addr_code = addr_code + 1;
                                        until_ready = 2;
                                    end
                                    else  
                                    begin
                                        browsing = 1;
                                        addr_code = addr_code + 1;
                                        until_ready = 2;
                                    end
                                end
                            8'h5D :
                                begin
                                    if(!dataOut_array)  
                                    begin
                                        addr_code = addr_code + 1;
                                        until_ready = 2;
                                    end
                                    else  
                                    begin
                                        browsing = 2;
                                        addr_code = addr_code - 1;
                                        until_ready = 2;
                                    end
                                end
                            8'h2E :
                                if(tx_ready)
                                begin
                                    addr_code = addr_code + 1;
                                    sendedChar = dataOut_array;
                                    sendingChar = 1;
                                    until_ready = 24;  
                                end
                            8'h2C :
                                begin
                                    if(receivingChar)
                                    begin
                                        dataOut_array = receivedChar;
                                        writeRq_array = 1;
                                        addr_code = addr_code + 1;
                                        until_ready = 24;  
                                    end
                                    else
                                        writeRq_array = 0;
                                end
                            8'h00 : 
                                begin
                                    writeRq_array = 0;
                                    browsing = 3;
                                end
                            default :
                                begin
                                    addr_code = addr_code + 1;
                                    writeRq_array = 0;
                                    until_ready = 2;
                                end
                        endcase
                    2'b01 :
                        begin
                            until_ready = 2;
                            addr_code = addr_code + 1;
                            if(data_code == 8'h5D)
                            begin
                                if(crossedBrackets)
                                    crossedBrackets = crossedBrackets - 1;
                                else
                                begin
                                    browsing = 0;
                                    addr_code = addr_code + 1;
                                end
                            end
                            else if(data_code == 8'h5B)
                                crossedBrackets = crossedBrackets + 1;
                        end
                    2'b10 :
                        begin
                            until_ready = 2;
                            addr_code = addr_code - 1;
                            if(data_code == 8'h5B)
                            begin
                                if(crossedBrackets)
                                    crossedBrackets = crossedBrackets - 1;
                                else
                                begin 
                                    browsing = 0;
                                    addr_code = addr_code + 1;
                                end
                            end
                            else if(data_code == 8'h5D)
                                crossedBrackets = crossedBrackets + 1;
                        end
                    2'b11 : writeRq_array = 0;
                endcase
        end
    assign done = browsing == 2'b11;
endmodule
File: flow/run.sh
#!/bin/bash
# OpenROAD 26Q1-2900-gdf79404cd8, Yosys 0.63+post, stock flow scripts
make -C /OpenROAD-flow-scripts/flow DESIGN_CONFIG=/design/flow/config.mk WORK_HOME=/design/flow/orfs finish
==> flow_results.xml <==
<?xml version="1.0" encoding="UTF-8"?>
<metrics>
  <group name="floorplan">
    <metric name="placement_rows" unit="">34</metric>
    <metric name="die_height" unit="um">97.15</metric>
    <metric name="floorplan.core_area" unit="sq um">8763</metric>
    <metric name="chipWidth" unit="um">97.15</metric>
    <metric name="io_pins" unit="">65</metric>
    <metric name="total_die_area" unit="sq um">9438</metric>
    <metric name="fp_util" unit="">0.5166</metric>
  </group>
  <group name="logic_synthesis">
    <metric name="chip_area_estimate_from_yosys_synthesis" unit="sq um">4527</metric>
    <metric name="postSynthRegisterBits" unit="">50</metric>
    <metric name="synth-edff-count" unit="">0</metric>
    <metric name="post_synth_instance_area" unit="sq um">4527</metric>
    <metric name="unique_cell_types" unit="">86</metric>
    <metric name="synth_seq_share" unit="">0.2211</metric>
    <metric name="synth_top_flop_cell" unit="">sky130_fd_sc_hd__dfxtp_1</metric>
    <metric name="ys_cells" unit="">561</metric>
    <metric name="async_s_r_ff_share_synth" unit="">0</metric>
    <metric name="synth_warn" unit="">1</metric>
    <metric name="gate_count_after_technology_mapping" unit="">561</metric>
    <metric name="postSynthAreaPerCell" unit="sq um">8.069</metric>
  </group>
  <group name="grt">
    <metric name="grt_pass1_wl" unit="um">19890</metric>
    <metric name="number_of_antenna_violations_at_the_first_check_in_global_routing" unit="">0</metric>
    <metric name="met1_usage" unit="">0.4030</metric>
    <metric name="via_count_of_the_first_global_routing_pass" unit="">3992</metric>
    <metric name="met2_track_usage_gr" unit="">0.3976</metric>
    <metric name="grt.busiest_layer" unit="">met1</metric>
    <metric name="groute.layer.met3.usage" unit="">0.03660</metric>
    <metric name="grt_start_max_net_pins" unit="">28</metric>
    <metric name="gr-usage-all-layers" unit="">0.2596</metric>
    <metric name="globalRoute.totalOverflow" unit="">0</metric>
  </group>
  <group name="route">
    <metric name="wl_per_cell" unit="um">16.65</metric>
    <metric name="totalWireLength" unit="um">11870</metric>
    <metric name="vias" unit="">4318</metric>
    <metric name="drtAntennaViolNets" unit="">0</metric>
    <metric name="antenna_cells" unit="">0</metric>
    <metric name="drc_marker_count_from_the_first_detailed_route_iteration" unit="">234</metric>
    <metric name="route.detailed.vias_per_inst" unit="">6.056</metric>
    <metric name="drt_first_pass_iters" unit="">5</metric>
    <metric name="post_route_drc_violation_count" unit="">0</metric>
  </group>
  <group name="power_and_ir_drop">
    <metric name="p_per_area" unit="nW/um^2">170.0</metric>
    <metric name="worst_ir_drop_vdd" unit="uV">88.46</metric>
    <metric name="share_seq_of_total_power" unit="">0.380</metric>
    <metric name="switching_share" unit="">0.3755</metric>
    <metric name="part_of_the_power_in_the_clock_network" unit="">0.229</metric>
    <metric name="p_sw" unit="mW">0.3374</metric>
    <metric name="comb_power_share" unit="">0.391</metric>
    <metric name="power.static_leakage" unit="nW">1.916</metric>
    <metric name="intPower" unit="mW">0.5612</metric>
  </group>
  <group name="outcome">
    <metric name="run_status" unit="">complete, no violations</metric>
  </group>
  <group name="clock_network">
    <metric name="hold_buffers" unit="">0</metric>
    <metric name="post_cts.repair.setup_buffers" unit="">0</metric>
    <metric name="clk_root_buffer_cell" unit="">sky130_fd_sc_hd__clkbuf_8</metric>
    <metric name="cts_tree" unit="">yes</metric>
    <metric name="tritoncts.num_buffers" unit="">5</metric>
    <metric name="clock_tree.htree_level_count" unit="">2</metric>
    <metric name="clk-insertion-delay-late" unit="ns">0.31</metric>
    <metric name="clkSlewWorstSetupHoldPaths" unit="ns">0.11</metric>
    <metric name="cts_sinks" unit="">50</metric>
    <metric name="clock_tree.buffer_depth" unit="">2</metric>
    <metric name="post_cts_resize_count" unit="">0</metric>
  </group>
  <group name="finish">
    <metric name="most_frequently_placed_logic_cells_in_the_final_layout" unit="">sky130_fd_sc_hd__clkdlybuf4s50_1 (64), sky130_fd_sc_hd__dfxtp_1 (50), sky130_fd_sc_hd__nor2_1 (48)</metric>
    <metric name="combinational_cell_area_excluding_buffers_and_inverters" unit="sq um">3264</metric>
    <metric name="final_layout_size_suffix_gt1_frac" unit="">0.06777</metric>
    <metric name="lay_top_count" unit="">sky130_fd_sc_hd__clkdlybuf4s50_1</metric>
    <metric name="register_area" unit="sq um">1001</metric>
    <metric name="fillerInstances" unit="">791</metric>
    <metric name="areaGrowthSynthToFinish" unit="%">16.75</metric>
  </group>
  <group name="sta">
    <metric name="finalHoldViolCount" unit="">0</metric>
    <metric name="finalCritPeriodShare" unit="">0.6000</metric>
    <metric name="worst_clock_skew" unit="ns">0.01277</metric>
    <metric name="fin_tns_setup" unit="ns">0</metric>
    <metric name="setup_repair_after_global_routing_missed_its_margin" unit="">false</metric>
    <metric name="max_freq" unit="MHz">228.3</metric>
    <metric name="setup_viol" unit="">0</metric>
    <metric name="slew_headroom" unit="">0.5112</metric>
    <metric name="timing.final.max_slew_violations" unit="">0</metric>
    <metric name="timing.final.ws_setup" unit="ns">2.920</metric>
    <metric name="min_period" unit="ns">4.380</metric>
    <metric name="tightestPinTransition" unit="ns">0.7315</metric>
  </group>
  <group name="placed_design">
    <metric name="dpl_worst_slack" unit="ns">2.653</metric>
    <metric name="hpwl" unit="um">8662</metric>
    <metric name="gp_routability_congestion" unit="">0.9182</metric>
    <metric name="port_buffers" unit="">64</metric>
  </group>
  <group name="setup_path">
    <metric name="worst-endpoint-required" unit="ns">7.54</metric>
    <metric name="crit_fanout" unit="">14</metric>
    <metric name="cp.buffers_inverters" unit="">1</metric>
    <metric name="critPathMaxStageDelay" unit="ns">0.72</metric>
    <metric name="timing.critical_path.to_type" unit="">register</metric>
    <metric name="critPathKind" unit="">input port to register</metric>
    <metric name="cp_top_family" unit="">AND-OR/OR-AND gates</metric>
    <metric name="worst-endpoint-arrival" unit="ns">4.62</metric>
    <metric name="worst_setup_path_start_kind" unit="">input port</metric>
    <metric name="worstPathCellList" unit="">clkdlybuf4s50_1, nand4b_4, nor2_1, ha_1, a21oi_1, o211ai_1, o41ai_1, xnor2_1, a21o_1, a31oi_1</metric>
    <metric name="critPathSlowestCell" unit="">sky130_fd_sc_hd__clkdlybuf4s50_1</metric>
  </group>
  <group name="job">
    <metric name="drv_cap" unit="">0</metric>
    <metric name="openroad.warnings" unit="">35</metric>
  </group>
  <group name="min_path">
    <metric name="hold_path.class" unit="">register to register</metric>
  </group>
</metrics>
-- worst min-delay path, cell delays in order, from the launching register on --
cell and delay (ns):
sky130_fd_sc_hd__dfxtp_1 0.32, sky130_fd_sc_hd__inv_1 0.05, sky130_fd_sc_hd__a211oi_1 0.06
-- area by class of cell --
cell class              count  share of cell area
well taps                 108             0.02557
repair buffers             68              0.1269
flip-flops and latches     50              0.1894
clock buffers               5             0.01302
clock inverters             3            0.008286
multi-input cells         452              0.6177
inverters                  27             0.01918
-- cells by family (layout without fill, tap and decap cells) --
group	Yosys count	after routing	share of synthesized area
fa+ha+maj	29	29	0.08347
xor+xnor	26	26	0.05030
mux	33	33	0.07435
buf+inv	59	103	0.05777
simple gates	217	217	0.2847
compound gates	147	147	0.2283
flops	50	50	0.2211
-- stage by stage --
stage	total power, mW	utilization	std cells	area, sq um	hold slack [ns]
2_1_floorplan	0.5839	-	561	4527	0.4192
3_3_place_gp	0.6961	0.5902	705	5172	0.4488
3_5_place_dp	0.6943	0.5902	705	5172	0.4522
4_1_cts	0.9035	0.6031	713	5285	0.4701
5_1_grt	0.9596	0.6031	713	5285	0.5020
6_report	0.8986	0.6031	713	5285	0.4669
-- Yosys cell counts (all sizes together) (6+ instances only) --
cell	instances	share of area
a21oi	36	0.041
a31oi	10	0.014
buf	13	0.020
clkbuf	19	0.016
dfxtp	50	0.22
ha	27	0.075
inv	27	0.022
mux2i	31	0.069
nand2	43	0.036
nand2b	10	0.014
nand3	18	0.020
nand4	11	0.021
nor2	52	0.051
nor2b	8	0.011
nor3	21	0.027
nor4	12	0.027
o211ai	15	0.026
o21ai	25	0.028
o221ai	6	0.012
or3	11	0.016
xnor2	16	0.031
xor2	10	0.019
-- path summary, 6_finish.rpt --
| check | startpoint | endpoint | slack [ns] | cells past startpoint |
|---|---|---|---|---|
| max | data_code[1] | dataOut_array[7]$_SDFFE_PN0P_ | 2.92 | 10 |
| min | sendingChar$_SDFFE_PP0P_ | sendingChar$_SDFFE_PP0P_ | 0.47 | 2 |
| max reg2reg | addr_code[0]$_SDFFE_PN0P_ | addr_code[5]$_SDFFE_PN0P_ | 4.46 | 8 |
| min reg2reg | sendingChar$_SDFFE_PP0P_ | sendingChar$_SDFFE_PP0P_ | 0.47 | 2 |
-- registers in the layout, summed over array words and instances (netlist names) --
signal / cells
addr_array: 9
addr_code: 9
sendedChar: 8
writeRq_array: 1
crossedBrackets: 6
until_ready: 6
dataOut_array: 8
sendingChar: 1
browsing: 2
-- routing by layer --
metal,vias to the layer above,part of all wire
met4,0,0.023
met3,20,0.057
met2,128,0.44
met5,-,0
met1,1989,0.48
li1,2181,-
-- power by group through the flow --
stage / clock network [mW] / registers, mW / logic, mW
after CTS: 0.212 / 0.341 / 0.350
after global routing: 0.223 / 0.347 / 0.389
final: 0.205 / 0.342 / 0.351
Power and IR drop assume default switching activity.
