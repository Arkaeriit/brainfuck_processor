--- flow/run.sh ---
#!/bin/bash
# OpenROAD 26Q1-2900-gdf79404cd8, Yosys 0.63+post, stock flow scripts
make -C /OpenROAD-flow-scripts/flow DESIGN_CONFIG=/design/flow/config.mk WORK_HOME=/design/flow/orfs finish
--- flow/config.mk ---
export PLATFORM = sky130hd
export DESIGN_NAME = counter
export DESIGN_NICKNAME = counter
export VERILOG_FILES = /design/flow/design.v
export SDC_FILE = /design/flow/constraint.sdc
export NUM_CORES = 4
export LEC_CHECK = 1
export CORE_UTILIZATION = 30
--- flow/constraint.sdc ---
current_design counter

set clk_period 2.9
set clk_io_pct 0.2

create_clock -name clk0 -period $clk_period [get_ports {clk}]

set non_clock_inputs [all_inputs -no_clocks]
set_input_delay [expr $clk_period * $clk_io_pct] -clock clk0 $non_clock_inputs
set_output_delay [expr $clk_period * $clk_io_pct] -clock clk0 [all_outputs]
--- flow/design.v ---
module counter #(
    parameter max = 10
    )(
    input clk,
    input reset,
    input enable,
    output reg out = 0
    );
    reg [31:0] counter = 0;
    always @ (posedge clk)
        if(!reset)
        begin
            counter = 0;
            out = 0;    
        end
        else if(enable)
        begin
            if(counter == max - 1)
            begin
                counter = 0;
                out = 1;
            end
            else
            begin
                counter = counter + 1;
                out = 0;
            end
        end
endmodule
==> changes_impl.md <==
### Changed

* Status: complete, no violations
* Final hold viol count at 0
* Cts hold-fix bufs at 0
* Die Span Y at between 70 and 80 µm
* Site Rows at 26
* Pins over their slew limit at 0
* Chip area at 5887 µm²
* Maximum level of the CTS H-tree at 2
* Synthesis-to-layout area growth at 10.16%
* WHS Endpoint: counter[31]
* Vias/cell at 5.366
* Setup Crit Path Kind: in2reg
* ANT cells at 0
* Storage cell area at 660.6 µm²
* Slew margin rel. at 0.6736
* PortBufs at 3
* Post-synth EDFFs at 0
* Most numerous logic cells after layout: 33 x dfxtp_1, 19 x a21oi_1, 14 x o31ai_1, 14 x or4_1
* Worst-case vdd ir drop at ~0.16 mV
* # fillers at 542
* Setup Skew at 0.002175 ns
* Commonest Layout Cell: dfxtp_1
* CTS tree: yes
* Detailed Routing Iterations Pass 1 at 4
* IO Pins at 4
* Initial antenna violation count at 0
* Mux frac, synth at 0
* Ys cells at ~190
* Commonest flop: dfxtp_1
* Async set-reset flop share out of synthesis at 0
* Log Warnings at 26
* Worst path cell trace: clkdlybuf4s50_1 -> and4_1 -> nand4_2 -> or4_1 -> a21oi_1
* Pre-Place Util at 0.3199
* Period utilization at 0.7926
* Num Clock Sinks at 33
* Vias in the first global route at around 1200
* CP Launch Type: input pin
* Logic area at 929.6 µm²
* GPL Wtd Cong at 0.8431
* Reg2reg setup slack at between 0.8 and 0.9 ns
* Crit. End Element: register
* Num CTS Buffers at 5
* CTS root buf: clkbuf_8
* Post-CTS sizing at 0
* Iteration-0 DRC count of the detailed router at 44
* Postcts setup bufs at 0
* Core area at roughly 5200 µm²
* Clock-pin slew of the registers on the worst-case setup and hold paths at around 0.06 ns
* CP arrival at roughly 2.5 ns
* Fmax at roughly 440 MHz
* RSZ-0062 raised after global routing: false
* Lkg Pwr at ~0.57 nW
* Synth logic family: simple AND/OR/NAND/NOR gates
* Yosys adder share at 0.01494
* Hold_sp: counter[31]
* Slowest stage delay, CP at ~0.6 ns
* Distinct lib cells at 32
* GR Overflow Total at 0
* Final ANT Viol Nets at 0
* WL per Instance at 13.16 µm
* Layout cells sized above 1 at 0.08333
* WHS Path Cells at 2
* Gr usage total at 0.1256
* Die Width at about 77 µm
* Skew-Pair Late Insertion Delay at approximately 0.28 ns
* Fin worst setup slack at between 0.6 and 0.7 ns
* Simple share at 0.3234
* Top cells by area: dfxtp_1 39%, o31ai_1 6.3%, or4_1 6.3%
* Finish-stage setup viols at 0
* Worst Hold Class: reg2reg
* Aoi share at 0.1568
* Worst path required time at 3.11 ns
* Pwr Density at between 400 and 500 nW/µm²
* Max-cap viol count at 0
* Final min period at approximately 2.3 ns
* Total number of vias at roughly 1400
* Post-Route WL at roughly 3400 µm
* Yosys xor share at 0.05751
* DP HPWL at about 2400 µm
* Crit path max fanout at 17
* Slowest-stage cell, CP: or4_1
* Max Root-Sink Buffers at 2
* Synthesized area at 1675 µm²
* Synth area leader: dfxtp_1
* DRC viols at 0
* Sequential area share after synthesis at 0.3943
* Yosys reg bits at 33
* Reg2Reg Depth at 4
* First-pass GRT wire length at between 5000 and 6000 µm
* Synth top area share at 0.3943
* Synthesis area per yosys at ~1700 µm²
* YS warnings at 1
* Cell count after synthesis at between 150 and 200
* Largest net degree at the start of global routing at 19
* Reg2Reg Launch Point: counter[4]
* Worst flop-to-flop path endpoint: counter[21]
* Dpl ws at about 0.34 ns
* Syn_area_per_cell at between 8 and 9 µm²
* Worst-Margin Slew at 0.4895 ns
* Setup TNS at 0 ns
metrics by stage:
step	instances	util	hold WS (ns)	total power, mW	instance area, µm²
6_report	262	0.3524	0.4933	0.8175	1846
5_1_grt	262	0.3524	0.5270	0.8595	1846
4_1_cts	262	0.3524	0.4936	0.8329	1846
3_5_place_dp	254	0.3371	0.4756	0.5015	1765
3_3_place_gp	254	0.3371	0.4658	0.5016	1765
2_1_floorplan	190	-	0.4520	0.4867	1675
how the worst max path moves through the flow:
| stage | endpoint | start | cells past startpoint | slack (ns) |
|---|---|---|---|---|
| 4_1_cts | counter[21] | enable | 5 | 0.63 |
| 5_1_grt | counter[21] | enable | 5 | 0.48 |
| 6_report | counter[21] | enable | 5 | 0.60 |
cell usage after synthesis (3+ instances only):
cell type and instances:
nand2_1 8, nor4b_1 3, xor2_1 8, o31ai_1 14, nand4_2 3, buf_2 8
and4_1 6, nor2_1 12, inv_1 4, xnor2_1 3, or3_1 5, dfxtp_1 33
nand3_1 7, nor4_1 6, nand4_1 12, or4_1 14, and2_1 3, a21oi_1 19
o21ai_0 5
critical path: cells and delay by family:
family                 cells  cell delay, ns
buffers and inverters      1            0.48
AND/OR/NAND/NOR            3            1.30
AND-OR/OR-AND              1            0.15
final cells by class:
| class | instances | area share |
|---|---|---|
| Sequential cell | 33 | 0.3580 |
| Timing Repair Buffer | 7 | 0.03932 |
| Tap cell | 70 | 0.04746 |
| Clock buffer | 8 | 0.04339 |
| Inverter | 4 | 0.008136 |
| Multi-Input combinational cell | 140 | 0.5037 |
per-layer routing:
| layer | part of all wire | up-vias | track usage |
|---|---|---|---|
| met5 | 0 | - | 0 |
| met4 | 0.012 | 0 | 0.01538 |
| met3 | 0.023 | 4 | 0.03386 |
| met2 | 0.42 | 11 | 0.1741 |
| met1 | 0.54 | 665 | 0.2011 |
| li1 | - | 726 | - |
state kept, by name, summed over array words and instances, names as in the netlist:
| name | flops |
|---|---|
| counter | 32 |
| out | 1 |
power by group:
group          switching (mW)  internal (mW)  leakage [nW]
Combinational          0.0164         0.0149         0.264
Clock                   0.156          0.170        0.0395
Sequential            0.00374          0.456         0.266
cell families after synthesis:
| family | count (synthesis) |
|---|---|
| AOI/OAI and AO/OA | 43 |
| xor gates and xnor gates | 11 |
| adders and majority gates | 2 |
| buffers and inverters | 17 |
| DFF | 33 |
| and+or+nand+nor | 84 |
Power and IR drop assume default switching activity.
